### ./constraint.sdc
current_design Trabalho1

set clk_period 1.0
set clk_io_pct 0.2

create_clock -name clk0 -period $clk_period [get_ports {CLOCK_50}]

set non_clock_inputs [all_inputs -no_clocks]
set_input_delay [expr $clk_period * $clk_io_pct] -clock clk0 $non_clock_inputs
set_output_delay [expr $clk_period * $clk_io_pct] -clock clk0 [all_outputs]
### ./config.mk
export PLATFORM = sky130hd
export DESIGN_NAME = Trabalho1
export DESIGN_NICKNAME = Trabalho1
export VERILOG_FILES = /design/flow/design.v
export SDC_FILE = /design/flow/constraint.sdc
export NUM_CORES = 4
export LEC_CHECK = 1
export CORE_AREA = 10 10 70 70
export DIE_AREA = 0 0 80 80
### ./run.sh
#!/bin/bash
# OpenROAD 26Q1-2900-gdf79404cd8, Yosys 0.63+post, stock flow scripts
make -C /OpenROAD-flow-scripts/flow DESIGN_CONFIG=/design/flow/config.mk WORK_HOME=/design/flow/orfs finish
### ./design.v
module Trabalho1(
	input [0:0] KEY,
	input CLOCK_50,
	output reg [7:0] LEDG
);
always @(posedge CLOCK_50)begin
	if(KEY [0]==1)begin
		LEDG <= 8'hAA;
	end else begin 
		LEDG <= ~LEDG;
	end
end
endmodule
==> CHANGELOG.md <==
### Physical design

- I/O pins: 10
- WP buf/inv: 1
- Max FO, Critical Path: 2
- Global router's overall resource usage: 1.85%
- Final-report max-slew violation count: 0
- Endpoint class of the critical path: primary output
- Initial antenna violation count: 0
- Clk_skew: 0 ns
- Core ar.: roughly 0.0034 mm²
- Vias in the first global route: between 150 and 200
- Post-DP HPWL: 351 µm
- Rows: 21
- RSZ-0062 raised after global routing: false
- Status: finished, final reports clean
- Type of the most critical hold path: reg2reg
- Post-route DRC: 0
- Post-layout min period: slightly above 0.9 ns
- Largest net degree at the start of global routing: 9
- Post-route ant nets: 0
- Pre-antenna DRT Iters: 2
- Worst Max-Slew Pin Slew: 0.244 ns
- Via count: ~150
- Mapped Cells: 16
- Final Worst Setup Slack: 0.0657 ns
- GRT Residual Overflow: 0
- Slew headroom: 83.7%
- WL per Instance: about 6 µm
- Syn Std Cell Area: roughly 200 µm²
- Layout Cells excl Fill: between 70 and 80
- Num CTS Buffers: 3
- Hold buffer count at CTS: 0
- Startpoint class of the critical path: register
- Most numerous logic cell after layout: dfxtp_2
- Final wirelength: about 470 µm
- Placed Cells: about 71
- Endpoints failing setup: 0
- Chip area: between 0.006 and 0.007 mm²
- Die Span X: roughly 80 µm
- Cell Type Count: 3
- Clock transition at path regs: about 0.050 ns
- Synth flops: 8
- Max Clk Rate: between 1 and 1.5 GHz
- Final Hold Fails: 0
- DR iter-0 viols: 1
- H-tree levels: 1
- Top Registers: LEDG: 8 flops
- Setup Total Neg Slack: 0 ns
- TritonCTS clock tree: yes
- Ratio of cells with drive above 1 in the final layout: 51.5%
- Final period utilization: a little over 90%
- Fillers: about 400
- Worst EP arrival: between 0.7 and 0.8 ns
- Count of tool warnings: 25
- Gpl congestion: between 0.6 and 0.7
- Place WS: -0.0529 ns
- Pre-Place Util: under 10%
- Vias per inst: 1.89
- First-pass GRT wire length: roughly 880 µm
- Seq share, synth: roughly 80%
- Max VDD drop: just under 0.8 mV
- Port Buffers: 9
- Worst path max stage delay: 0.32 ns
- LEAKAGE: between 0.15 and 0.2 nW
- Top Layout Cells: dfxtp_2, clkdlybuf4s15_1, buf_4
- Syn. warnings: 1
- Crit path DRT: about 0.80 ns
- Cell at the root of the clock tree: clkbuf_4
- Cell Pwr Density: roughly 1600 mW/mm²
- N_diodes: 0
- Cell Chain, Critical Path: clkdlybuf4s15_1
- Max-cap violation count: 0
- Syn avg cell area: ~13 µm²
- Clock Tree Buf Depth: 2
- Logic area: around 40 µm²
- Synthesis-to-finish area growth: 106%
- Yosys chip area: between 200 and 250 µm²
- Storage cell area: around 170 µm²
- Max reg flops: 8
- Largest register by flop count: LEDG
- Die height: 80 µm
- Yosys stat cell total: 16
- Critical path class: reg2out
- Skew-Pair Late Insertion Delay: ~0.24 ns
- Delay-heaviest family, CP: flip-flops
- Slowest cell on the critical path: dfxtp_2
- Number of clock sinks: 8
where the power goes:
group / total, mW / switching, mW / internal, mW
clock network: 0.228 / 0.0917 / 0.136
logic: 0.0659 / 0.0159 / 0.0499
registers: 0.357 / 0.0102 / 0.347
cells in the mapped netlist:
cell type | count | share of area, %
dfxtp_1 | 8 | 80
nand2b_1 | 4 | 12
nor2_1 | 4 | 7.5
metrics by stage:
stage	cell area (µm²)	power [mW]	util (%)	hold WS (ns)
2_1_floorplan	200	0.363	-	0.267
3_3_place_gp	348	0.417	10.2	0.377
3_5_place_dp	348	0.418	10.2	0.382
4_1_cts	405	0.662	11.9	0.395
5_1_grt	413	0.707	12.1	0.405
6_report	413	0.651	12.1	0.392
cell type report:
class | instances | area share [%]
clock buffers | 3 | 5.45
flip-flops and latches | 8 | 41.2
repair buffers | 14 | 29.7
well taps | 46 | 13.9
multi-input cells | 8 | 9.70
cells by family (layout without fill, tap and decap cells):
group,count (synthesis),in the layout,synth area share [%]
buffers and inverters,0,17,0
DFF,8,8,80.0
and+or+nand+nor,8,8,20.0
per-layer routing:
metal	vias up	share of wire [%]	track usage, %
met4	0	0	0.176
met2	10	23	1.93
met5	-	0	0
met3	0	28	2.95
met1	56	48	1.93
li1	83	-	-
what timing repair did:
action	CTS	global route
buffers inserted	4	1
resized	20	5
endpoints found under the setup margin	8	5
path summary, 6_finish.rpt:
check,startpoint,end,slack (ns),cells past startpoint
worst max-delay path,LEDG[2],LEDG[2],0.07,1
worst min register to register,LEDG[0],LEDG[0],0.39,1
worst max register to register,LEDG[3],LEDG[3],0.34,3
worst min-delay path,LEDG[0],LEDG[0],0.39,1
Power and IR drop assume default switching activity.
