==> /design/flow/design.v <==
module trabalho(
    input [9:0] SW,
    output reg [7:0] HEX0
);
always @(SW) begin
	 if (SW == 6'b100000) begin  
		HEX0 <= 8'b00001000;
	 end
	 else if (SW == 6'b101000) begin  
		HEX0 <= 8'b00000011;
	 end
	 else if (SW == 6'b110000) begin  
		HEX0 <= 8'b01000110;
	 end
	 else if (SW == 6'b111000) begin  
		HEX0 <= 8'b00100001;
	 end
	 else if (SW == 6'b110000) begin  
		HEX0 <= 8'b01000110;
	 end
	 else if (SW == 6'b110000) begin  
		HEX0 <= 8'b01000110;
	 end
	 else if (SW == 6'b110000) begin  
		HEX0 <= 8'b01000110;
	 end
	 else if (SW == 6'b110000) begin  
		HEX0 <= 8'b01000110;
	 end
	 else if (SW == 6'b110000) begin  
		HEX0 <= 8'b01000110;
	 end
	 else if (SW == 6'b110000) begin  
		HEX0 <= 8'b01000110;
	 end
	 else if (SW == 6'b110000) begin  
		HEX0 <= 8'b01000110;
	 end
	 else if (SW == 6'b110000) begin  
		HEX0 <= 8'b01000110;
	 end
	 else if (SW == 6'b110000) begin  
		HEX0 <= 8'b01000110;
	 end
	 else if (SW == 6'b110000) begin  
		HEX0 <= 8'b01000110;
	 end
	 else if (SW == 6'b110000) begin  
		HEX0 <= 8'b01000110;
	 end
	 else if (SW == 6'b011100) begin  
		HEX0 <= 8'b01000110;
	 end
	 else if (SW == 6'b110000) begin  
		HEX0 <= 8'b01000110;
	 end
	 else if (SW == 6'b110000) begin  
		HEX0 <= 8'b01000110;
	 end
	 else if (SW == 6'b110000) begin  
		HEX0 <= 8'b01000110;
	 end
	 else begin
		HEX0 <= 8'b11111111;
	 end
end
endmodule
==> /design/flow/run.sh <==
#!/bin/bash
# OpenROAD 26Q1-2900-gdf79404cd8, Yosys 0.63+post, stock flow scripts
make -C /OpenROAD-flow-scripts/flow DESIGN_CONFIG=/design/flow/config.mk WORK_HOME=/design/flow/orfs finish
==> /design/flow/config.mk <==
export PLATFORM = sky130hd
export DESIGN_NAME = trabalho
export DESIGN_NICKNAME = trabalho
export VERILOG_FILES = /design/flow/design.v
export SDC_FILE = /design/flow/constraint.sdc
export NUM_CORES = 4
export LEC_CHECK = 1
export CORE_AREA = 10 10 70 70
export DIE_AREA = 0 0 80 80
==> /design/flow/constraint.sdc <==
current_design trabalho

set clk_period 2.4
set clk_io_pct 0.2

create_clock -name clk0 -period $clk_period

set non_clock_inputs [all_inputs -no_clocks]
set_input_delay [expr $clk_period * $clk_io_pct] -clock clk0 $non_clock_inputs
set_output_delay [expr $clk_period * $clk_io_pct] -clock clk0 [all_outputs]
==> impl_summary.log <==
[flow] summary of implementation run
[metrics] Total Wirelength: a little over 600 um
[metrics] final count of negative-setup-slack endpoints: 0
[metrics] power density of the placed cells: about 86 mW/mm^2
[metrics] highest clock rate: 0.439 GHz
[metrics] post-synthesis instance total: 18
[metrics] placement-stage worst setup slack: -261 ps
[metrics] hold slack: roughly 1600 ps
[metrics] antenna cells: 0
[metrics] final worst path period need: between 2000 and 2500 ps
[metrics] Critical Path Source Type: primary input
[metrics] number of antenna violations at the first check in global routing: 0
[metrics] Chip Area: between 0.006 and 0.007 mm^2
[metrics] critical path startpoint: SW[7]
[metrics] PortBufs: 18
[metrics] floorplan-stage core utilization: 0.0366
[metrics] routed vias/inst: between 2 and 3
[metrics] total routing usage reported by global routing: 0.0187
[metrics] DRC violation count after routing: 0
[metrics] Synth top cell by count: sky130_fd_sc_hd__o21ai_1
[metrics] Tot Pwr: 0.0298 mW
[metrics] gr ovfl total: 0
[metrics] critical path peak fanout: 2
[metrics] top post-synthesis cells by count: sky130_fd_sc_hd__o21ai_1 (4), sky130_fd_sc_hd__nand2b_1 (3), sky130_fd_sc_hd__buf_4 (2)
[metrics] slack of the critical path: between 100 and 150 ps
[metrics] area share of the leading cell type in the synthesized netlist: 0.160
[metrics] tool warnings: 32
[metrics] placed instance count: between 80 and 90
[metrics] summed standard-cell area reported by yosys: 125 um^2
[metrics] path category of the worst min-delay check: primary input to primary output
[metrics] final core utilization: 0.101
[metrics] layout cell share with drive strength beyond 1: 0.421
[metrics] ANT nets after route: 0
[metrics] gp weighted congestion: 0.758
[metrics] top cell type by total area after synthesis: sky130_fd_sc_hd__o21ai_1
[metrics] number of DRC markers after the initial detailed-route iteration: 9
[metrics] post-layout period usage of the worst path: 0.949
[metrics] Crit path required time: between 1500 and 2000 ps
[metrics] vias in the first global route: ~220
[metrics] Placeable Area: roughly 0.0034 mm^2
[metrics] count of max-cap constraint violations: 0
[metrics] number of standard cells in the layout, taps in and fillers out: roughly 84
[metrics] run status: completed
[metrics] peak supply drop: approximately 0.000010 V
[metrics] area taken by flip-flops and latches: 0 um^2
[metrics] unrepaired setup endpoints after global routing: false
[metrics] IO Count: 18
[metrics] critical path capture point: HEX0[1]
[metrics] count of cell types in the netlist: 12
[metrics] normalized max-slew margin: 0.892
[metrics] clock buffer instance count of the final layout: 0
[metrics] final hold violations: 0
[metrics] CP Capture Type: primary output
[metrics] critical path class: primary input to primary output
[metrics] Yosys warning total: 1
[metrics] detail-routed net length per standard cell: around 7.4 um
[metrics] number of vias after detailed routing: 214
[metrics] final slew viol count: 0
[metrics] arrival time at the worst endpoint: between 1500 and 2000 ps
[metrics] Post-Synthesis Cell Area: approximately 130 um^2
[metrics] startpoint of the most critical hold path: SW[0]
[metrics] length of the first detailed-routing pass in iterations: 2
[metrics] worst slew pin tran: ~160 ps
[metrics] register share after synthesis: 0
[metrics] cell total in the yosys stat output: 18
[metrics] layout sequential cell count: 0
[metrics] area grow syn2layout: 177%
[metrics] largest cells by area after synthesis: sky130_fd_sc_hd__o21ai_1 (16%), sky130_fd_sc_hd__nand2b_1 (15%), sky130_fd_sc_hd__nor3_4 (13%)
[metrics] largest net degree at the start of global routing: 6
[metrics] Post-CTS Hold Buffers: 0
[metrics] height of the die: roughly 80 um
[metrics] number of placement rows: 21
[metrics] leakage: approximately 0.11 nW
[metrics] syn_area_per_cell: a little under 7 um^2
[metrics] first-pass GRT wire length: 1.02 mm
[metrics] Die Span X: 80 um
cells by family (layout without fill, tap and decap cells):
kind of cell	count (synthesis)	in the layout	synth area share
and+or+nand+nor	10	10	0.620
buffers and inverters	2	22	0.120
AOI/OAI and AO/OA	6	6	0.260
critical path: stages:
cell and delay [ps]:
sky130_fd_sc_hd__clkdlybuf4s50_1 400, sky130_fd_sc_hd__or4_4 420, sky130_fd_sc_hd__nor3_4 150, sky130_fd_sc_hd__buf_4 140, sky130_fd_sc_hd__nand4_1 70, sky130_fd_sc_hd__buf_2 120
final cells by class:
class                           count  area, um^2
Multi-Input combinational cell     16         119
Timing Repair Buffer               22         170
Tap cell                           46        57.6
Fill cell                         402        3070
layout by cell type (no fill, tap or decap):
cell,synthesis,routed
sky130_fd_sc_hd__a21oi_1,1,1
sky130_fd_sc_hd__and4b_1,1,1
sky130_fd_sc_hd__buf_2,0,8
sky130_fd_sc_hd__buf_4,2,3
sky130_fd_sc_hd__buf_6,0,1
sky130_fd_sc_hd__clkdlybuf4s50_1,0,7
sky130_fd_sc_hd__dlygate4sd2_1,0,3
sky130_fd_sc_hd__nand2b_1,3,3
sky130_fd_sc_hd__nand3_2,0,1
sky130_fd_sc_hd__nand4_1,1,1
sky130_fd_sc_hd__nor2_1,1,1
sky130_fd_sc_hd__nor2b_1,1,1
sky130_fd_sc_hd__nor3_4,1,1
sky130_fd_sc_hd__o21a_1,1,1
sky130_fd_sc_hd__o21ai_1,4,3
sky130_fd_sc_hd__o21ai_2,0,1
sky130_fd_sc_hd__or4_4,1,1
worst min path at each step:
stage	slack, ps	depth (start not counted)	to
after CTS	1580	6	HEX0[2]
after global routing	1610	6	HEX0[6]
final	1560	6	HEX0[6]
routing by layer:
metal	part of all wire	GRT usage
met1	0.43	0.0231
met2	0.38	0.0297
met3	0.19	0.0102
met4	0	0
met5	0	0
stage by stage:
step                      setup TNS (ps)  cell area [um^2]
final                                  0               347
after detailed placement           -1940               363
after floorplan                        0               125
after global routing                   0               347
after global placement             -1940               363
after CTS                              0               347
power breakdown:
part           switching (mW)  internal, mW  leakage [nW]
Clock                       0             0             0
Combinational          0.0105        0.0193         0.113
Sequential                  0             0             0
repair_timing:
action                     in CTS  in global routing
setup endpoints to repair       8                  1
pin swaps                       4                  1
buffers inserted                2                  0
gates resized                  30                  0
Power and IR drop assume default switching activity.
