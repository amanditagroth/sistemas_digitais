<file path="./constraint.sdc">
current_design Trabalho6

set clk_period 1.0
set clk_io_pct 0.2

create_clock -name clk0 -period $clk_period [get_ports {CLOCK_50}]

set non_clock_inputs [all_inputs -no_clocks]
set_input_delay [expr $clk_period * $clk_io_pct] -clock clk0 $non_clock_inputs
set_output_delay [expr $clk_period * $clk_io_pct] -clock clk0 [all_outputs]
</file>
<file path="./design.v">
module Trabalho6(
	input [0:0] KEY,
	input CLOCK_50,
	output reg [7:0] LEDG
);
always @(posedge CLOCK_50)begin
	if(KEY [0]==1)begin
		LEDG <= 8'hAA;
	end else begin 
		LEDG <= ~LEDG;
	end
end
endmodule
</file>
<file path="./run.sh">
#!/bin/bash
# OpenROAD 26Q1-2900-gdf79404cd8, Yosys 0.63+post, stock flow scripts
make -C /OpenROAD-flow-scripts/flow DESIGN_CONFIG=/design/flow/config.mk WORK_HOME=/design/flow/orfs finish
</file>
<file path="./config.mk">
export PLATFORM = sky130hd
export DESIGN_NAME = Trabalho6
export DESIGN_NICKNAME = Trabalho6
export VERILOG_FILES = /design/flow/design.v
export SDC_FILE = /design/flow/constraint.sdc
export NUM_CORES = 4
export LEC_CHECK = 1
export CORE_AREA = 10 10 70 70
export DIE_AREA = 0 0 80 80
</file>
==> run_summary.xml <==
<?xml version="1.0" encoding="UTF-8"?>
<metrics>
  <group name="global_routing">
    <metric name="grt_overall_usage" unit="%">1.85</metric>
    <metric name="via_count_of_the_first_global_routing_pass" unit="">192</metric>
    <metric name="overflow" unit="">0</metric>
    <metric name="antenna_found_initial" unit="">0</metric>
    <metric name="largest_net_degree_at_the_start_of_global_routing" unit="">9</metric>
    <metric name="first_pass_grt_wire_length" unit="um">876</metric>
  </group>
  <group name="timing">
    <metric name="worst_slew_pin_slew" unit="ns">0.244</metric>
    <metric name="clock-skew-final" unit="ns">0</metric>
    <metric name="period_minus_slack" unit="ns">0.934</metric>
    <metric name="final-hold-violation-count" unit="">0</metric>
    <metric name="setup_slack" unit="ns">0.0657</metric>
    <metric name="finalCritPeriodShare" unit="%">93.4</metric>
    <metric name="max_freq" unit="GHz">1.07</metric>
    <metric name="rsz_0062_raised_after_global_routing" unit="">false</metric>
    <metric name="slew-limit-headroom" unit="%">83.7</metric>
    <metric name="setup_viol" unit="">0</metric>
    <metric name="report.final.slew_viol_count" unit="">0</metric>
  </group>
  <group name="route">
    <metric name="num_antenna_cells" unit="">0</metric>
    <metric name="dr.first_iter.drc_count" unit="">1</metric>
    <metric name="routed_via_density" unit="">1.89</metric>
    <metric name="detailedRoute.firstPassIterationCount" unit="">2</metric>
    <metric name="drt_drc_violations_left" unit="">0</metric>
    <metric name="dr_total_vias" unit="">149</metric>
    <metric name="ant_nets" unit="">0</metric>
    <metric name="post_drt_wl_per_cell" unit="um">5.99</metric>
    <metric name="drt-total-wl" unit="um">473</metric>
  </group>
  <group name="critical_path">
    <metric name="largest_incremental_delay_on_the_critical_path" unit="ns">0.32</metric>
    <metric name="critical-path-slowest-cell" unit="">dfxtp_2</metric>
    <metric name="cp.required" unit="ns">0.80</metric>
    <metric name="critical_path.top_delay_family" unit="">flip-flops</metric>
    <metric name="cp_bufs_invs" unit="">1</metric>
    <metric name="critPathKind" unit="">reg2out</metric>
    <metric name="start_kind" unit="">flop</metric>
    <metric name="path_cells" unit="">clkdlybuf4s15_1</metric>
    <metric name="cp_max_fo" unit="">2</metric>
    <metric name="worst_setup_path_end_kind" unit="">primary output</metric>
    <metric name="worst-endpoint-arrival" unit="ns">0.73</metric>
  </group>
  <group name="clock_network">
    <metric name="h-tree-depth" unit="">1</metric>
    <metric name="worst_setup_hold_path_clk_slew" unit="ns">0.05</metric>
    <metric name="clk_latency" unit="ns">0.24</metric>
    <metric name="numClockSinks" unit="">8</metric>
    <metric name="holdBufCountCts" unit="">0</metric>
    <metric name="cts_buffers" unit="">3</metric>
    <metric name="cts_tree" unit="">built</metric>
    <metric name="root_buffer" unit="">clkbuf_4</metric>
    <metric name="cts_buffer_depth" unit="">2</metric>
  </group>
  <group name="hold_path">
    <metric name="worstHoldPathType" unit="">reg2reg</metric>
  </group>
  <group name="finish">
    <metric name="final_core_util" unit="%">12.1</metric>
    <metric name="regMostFlops" unit="">LEDG</metric>
    <metric name="largest_reg_flops" unit="">8</metric>
    <metric name="number_of_fill_cells" unit="">397</metric>
    <metric name="top_regs" unit="">LEDG (8)</metric>
    <metric name="post_route_cells_drive_above_1_share" unit="%">51.5</metric>
    <metric name="final_cells" unit="">79</metric>
    <metric name="layout.cells.most_common" unit="">dfxtp_2</metric>
    <metric name="final_cell_mix" unit="">dfxtp_2, clkdlybuf4s15_1, buf_4</metric>
    <metric name="area.growth.synth_to_final" unit="%">106</metric>
  </group>
  <group name="placement">
    <metric name="place_congestion" unit="">0.673</metric>
    <metric name="dp_worst_setup_slack" unit="ns">-0.0529</metric>
    <metric name="dp.final_hpwl" unit="um">351</metric>
    <metric name="port_buffers" unit="">9</metric>
    <metric name="placed_cells" unit="">71</metric>
  </group>
  <group name="floorplan">
    <metric name="die_area" unit="sq mm">0.00640</metric>
    <metric name="coreArea" unit="sq mm">0.00342</metric>
    <metric name="die_h" unit="um">80</metric>
    <metric name="floorplan.core_util" unit="%">5.86</metric>
    <metric name="num_io_pins" unit="">10</metric>
    <metric name="rows" unit="">21</metric>
    <metric name="die.size.x" unit="um">80</metric>
  </group>
  <group name="power">
    <metric name="finalPower" unit="W">0.000651</metric>
    <metric name="power.static_leakage" unit="nW">0.164</metric>
    <metric name="max-vdd-ir-drop" unit="uV">772</metric>
    <metric name="power_density" unit="mW/mm^2">1580</metric>
  </group>
  <group name="logic_synthesis">
    <metric name="synthCells" unit="">16</metric>
    <metric name="synth_seq_share" unit="%">80.0</metric>
    <metric name="yosys_cells" unit="">16</metric>
    <metric name="synthesis.area" unit="sq um">200</metric>
    <metric name="syn_area_per_cell" unit="sq um">12.5</metric>
    <metric name="yosysWarningCount" unit="">1</metric>
    <metric name="ys_chip_area" unit="sq um">200</metric>
    <metric name="ys_ff" unit="">8</metric>
    <metric name="yosysUniqueCellTypes" unit="">3</metric>
  </group>
  <group name="job">
    <metric name="count_of_maximum_capacitance_violations" unit="">0</metric>
    <metric name="tool_warnings" unit="">25</metric>
  </group>
  <group name="outcome">
    <metric name="status" unit="">complete, no violations</metric>
  </group>
</metrics>
cells by family after synthesis:
family	Yosys count	share of synthesized area [%]
flops	8	80.0
simple gates	8	20.0
cells in the mapped netlist:
cell type  n  area, sq um
dfxtp_1    8          160
nand2b_1   4         25.0
nor2_1     4         15.0
layer usage:
layer / track usage (%) / share of wire [%] / routed length (um)
met5: 0 / 0 / 0
met4: 0.176 / 0 / 0
met3: 2.95 / 28 / 133
met2: 1.93 / 23 / 111
met1: 1.93 / 48 / 228
power by group:
group / leakage, nW / switching (W) / internal (W)
logic: 0.0825 / 0.0000159 / 0.0000499
clock network: 0.0138 / 0.0000917 / 0.000136
registers: 0.0672 / 0.0000102 / 0.000347
through the flow:
step / TNS, ns / cell area, sq um / hold slack (ns)
2_1_floorplan: 0 / 200 / 0.267
3_3_place_gp: -0.177 / 348 / 0.377
3_5_place_dp: -0.244 / 348 / 0.382
4_1_cts: 0 / 405 / 0.395
5_1_grt: 0 / 413 / 0.405
6_report: 0 / 413 / 0.392
final cells by class:
cell class	count	area, sq um	share of cell area (%)
Sequential cell	8	170	41.2
Timing Repair Buffer	14	123	29.7
Tap cell	46	57.6	13.9
Multi-Input combinational cell	8	40.0	9.70
Clock buffer	3	22.5	5.45
path summary, 6_finish.rpt:
kind	startpoint	end	slack [ns]	cells past startpoint
hold / removal	LEDG[0]$_SDFF_PP0_	LEDG[0]$_SDFF_PP0_	0.39	1
setup reg to reg	LEDG[3]$_SDFF_PP1_	LEDG[3]$_SDFF_PP1_	0.34	3
hold reg to reg	LEDG[0]$_SDFF_PP0_	LEDG[0]$_SDFF_PP0_	0.39	1
setup / recovery	LEDG[2]$_SDFF_PP0_	LEDG[2]	0.07	1
timing repair:
action	4_1_cts	5_1_grt
setup buffers	4	1
hold endpoints to repair	0	0
setup endpoints to repair	8	5
gates resized	20	5
Power and IR drop assume default switching activity.
